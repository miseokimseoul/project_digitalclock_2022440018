**/design/flow/config.mk**
```make
export PLATFORM = sky130hd
export DESIGN_NAME = TimerController
export DESIGN_NICKNAME = TimerController
export VERILOG_FILES = /design/flow/design.v
export SDC_FILE = /design/flow/constraint.sdc
export NUM_CORES = 4
export LEC_CHECK = 1
export CORE_UTILIZATION = 50
```
**/design/flow/constraint.sdc**
```tcl
current_design TimerController

set clk_period 112.7
set clk_io_pct 0.2

create_clock -name clk0 -period $clk_period [get_ports {clk_1k}]

set non_clock_inputs [all_inputs -no_clocks]
set_input_delay [expr $clk_period * $clk_io_pct] -clock clk0 $non_clock_inputs
set_output_delay [expr $clk_period * $clk_io_pct] -clock clk0 [all_outputs]
```
**/design/flow/design.v**
```verilog
module TimerController(
    input wire clk_1k,          
    input wire tick_1hz,        
    input wire timer_sw,        
    input wire btn_h_inc,       
    input wire btn_m_inc,       
    input wire btn_s_inc,       
    input wire btn_confirm,     
    input wire btn_start, 
    input wire btn_clear,
    input wire btn_add5,
    input wire btn_add10,
    input wire btn_add15,
    output reg [3:0] tm_h_tens,
    output reg [3:0] tm_h_ones,
    output reg [3:0] tm_m_tens,
    output reg [3:0] tm_m_ones,
    output reg [3:0] tm_s_tens,
    output reg [3:0] tm_s_ones,
    output reg [1:0] timer_state, 
    output wire led_1_blink,      
    output wire [2:0] rgb_pwm,    
    output wire piezo_out,
    output reg [3:0] sand_count
);
    reg [5:0] cnt_hour;
    reg [5:0] cnt_min;
    reg [5:0] cnt_sec;
    localparam S_IDLE_SET = 2'd0;
    localparam S_RUNNING  = 2'd1;
    localparam S_RINGING  = 2'd2;
    localparam S_CONFIRM  = 2'd3;
    reg [1:0] ring_cnt;
    reg [10:0] confirm_msg_cnt;
    reg [16:0] total_start_time;
    reg [16:0] current_remain;
    always @(posedge clk_1k) begin
        if (btn_clear) begin
            timer_state <= S_IDLE_SET;
            cnt_hour <= 0; cnt_min <= 0; cnt_sec <= 0;
            ring_cnt <= 0; confirm_msg_cnt <= 0; total_start_time <= 0;
        end
        else begin
            case (timer_state)
                S_IDLE_SET: begin
                    ring_cnt <= 0;
                    if (timer_sw) begin
                        if (btn_h_inc) begin if (cnt_hour >= 23) cnt_hour <= 0; else cnt_hour <= cnt_hour + 1; end
                        if (btn_m_inc) begin if (cnt_min >= 59) cnt_min <= 0; else cnt_min <= cnt_min + 1; end
                        if (btn_s_inc) begin if (cnt_sec >= 59) cnt_sec <= 0; else cnt_sec <= cnt_sec + 1; end
                        if (btn_add5) begin
                            if (cnt_min + 5 >= 60) begin
                                cnt_min <= (cnt_min + 5) - 60;
                                if (cnt_hour < 23) cnt_hour <= cnt_hour + 1;
                            end else begin
                                cnt_min <= cnt_min + 5;
                            end
                        end
                        if (btn_add10) begin
                            if (cnt_min + 10 >= 60) begin
                                cnt_min <= (cnt_min + 10) - 60;
                                if (cnt_hour < 23) cnt_hour <= cnt_hour + 1;
                            end else begin
                                cnt_min <= cnt_min + 10;
                            end
                        end
                        if (btn_add15) begin
                            if (cnt_min + 15 >= 60) begin
                                cnt_min <= (cnt_min + 15) - 60;
                                if (cnt_hour < 23) cnt_hour <= cnt_hour + 1;
                            end else begin
                                cnt_min <= cnt_min + 15;
                            end
                        end
                        if (btn_confirm) begin
                            timer_state <= S_CONFIRM; confirm_msg_cnt <= 0;
                        end
                        if (btn_start) begin
                            if (cnt_hour != 0 || cnt_min != 0 || cnt_sec != 0) begin
                                timer_state <= S_RUNNING;
                                total_start_time <= (cnt_hour * 3600) + (cnt_min * 60) + cnt_sec;
                            end
                        end
                    end
                end
                S_CONFIRM: begin
                    if (confirm_msg_cnt >= 2000) timer_state <= S_IDLE_SET;
                    else confirm_msg_cnt <= confirm_msg_cnt + 1;
                end
                S_RUNNING: begin
                    if (tick_1hz) begin
                        if (cnt_sec > 0) cnt_sec <= cnt_sec - 1;
                        else begin 
                            if (cnt_min > 0) begin cnt_min <= cnt_min - 1; cnt_sec <= 59; end
                            else begin 
                                if (cnt_hour > 0) begin cnt_hour <= cnt_hour - 1; cnt_min <= 59; cnt_sec <= 59; end
                                else begin timer_state <= S_RINGING; ring_cnt <= 3; end
                            end
                        end
                    end
                end
                S_RINGING: begin
                    if (tick_1hz) begin
                        if (ring_cnt > 0) ring_cnt <= ring_cnt - 1;
                        else begin timer_state <= S_IDLE_SET; cnt_hour <= 0; cnt_min <= 0; cnt_sec <= 0; end
                    end
                end
            endcase
        end
    end
    always @(*) begin
        current_remain = (cnt_hour * 3600) + (cnt_min * 60) + cnt_sec;
        if (timer_state == S_RUNNING && total_start_time > 0) begin
            sand_count = (current_remain * 9 + (total_start_time/2)) / total_start_time;
            if (sand_count > 9) sand_count = 9;
            if (sand_count == 0 && current_remain > 0) sand_count = 1;
        end else if (timer_state == S_IDLE_SET || timer_state == S_CONFIRM) begin
            sand_count = 9;
        end else begin
            sand_count = 0;
        end
    end
    always @(*) begin
        tm_h_tens = cnt_hour / 10; tm_h_ones = cnt_hour % 10;
        tm_m_tens = cnt_min / 10; tm_m_ones = cnt_min % 10;
        tm_s_tens = cnt_sec / 10; tm_s_ones = cnt_sec % 10;
    end
    reg [9:0] blink_cnt;
    always @(posedge clk_1k) begin
        if (timer_state == S_RUNNING) begin
            if (blink_cnt >= 999) blink_cnt <= 0; else blink_cnt <= blink_cnt + 1;
        end else blink_cnt <= 0;
    end
    assign led_1_blink = ((timer_state == S_RUNNING) && !timer_sw) ? (blink_cnt < 500) : 1'b0;
    reg piezo_reg;
    always @(posedge clk_1k) begin
        if (timer_state == S_RINGING) piezo_reg <= ~piezo_reg; else piezo_reg <= 0;
    end
    assign piezo_out = (timer_state == S_RINGING) ? piezo_reg : 0;
    wire [11:0] total_sec = (cnt_hour * 3600) + (cnt_min * 60) + cnt_sec;
    reg r_on, g_on, b_on;
    always @(*) begin
        r_on = 0; g_on = 0; b_on = 0;
        if (timer_state == S_RUNNING && cnt_hour == 0) begin
            if (total_sec <= 15 && total_sec > 5) g_on = 1;
            else if (total_sec <= 5 && total_sec > 3) begin r_on = 1; g_on = 1; end
            else if (total_sec <= 3) r_on = 1;
        end
        else if (timer_state == S_RINGING) r_on = 1;
    end
    assign rgb_pwm[2] = r_on; assign rgb_pwm[1] = g_on; assign rgb_pwm[0] = b_on; 
endmodule
```
**/design/flow/run.sh**
```bash
#!/bin/bash
# OpenROAD 26Q1-2900-gdf79404cd8, Yosys 0.63+post, stock flow scripts
make -C /OpenROAD-flow-scripts/flow DESIGN_CONFIG=/design/flow/config.mk WORK_HOME=/design/flow/orfs finish
```
==> ci_impl_report.md <==
### Yosys + OpenROAD results

| Metric | Value |
|---|---|
| # rows | `89` |
| GRT Overall Usage | `0.300` |
| Flops after synth | `61` |
| CP required | `90160 ps` |
| Min-Delay Path Class | `reg2reg` |
| FF-to-FF Start | `cnt_min[4]` |
| Slew Limit Fails | `0` |
| Worst clock skew | `12.6 ps` |
| Yosys Chip Area | `0.0303 mm²` |
| CTS Root Cell | `clkbuf_16` |
| Synth warn | `1` |
| Main flop type | `dfxtp_1` |
| Die area | `0.0616 mm²` |
| M3 GR Usage | `0.0291` |
| Final ANT Viol Nets | `0` |
| Worst setup SP type | `register` |
| Met1 usage | `0.436` |
| Flip-flops with a built-in enable | `0` |
| Vias | `30.7k` |
| # H-tree levels | `3` |
| Clock latency on the worst-skew pair | `350 ps` |
| Synth async-reset ratio | `0` |
| Final period utilization | `0.945` |
| Hold Path Depth | `1` |
| CP Launch Point | `total_start_time[0]` |
| MUX share of area | `0.0529` |
| Final instance area | `0.0327 mm²` |
| Outcome | `completed` |
| Core area | `0.0595 mm²` |
| Final GP Congestion | `0.975` |
| Final Routed Wirelength | `91.8 mm` |
| Hold_sp | `piezo_reg` |
| DR iter-0 viols | `2096` |
| Hold-fix buffers, CTS | `0` |
| XOR Share, Synth | `0.0769` |
| Post-synth seq share | `0.0403` |
| Tmin final | `106530 ps` |
| Hpwl dp | `72.3 mm` |
| Reg2Reg Depth | `18` |
| Diodes inserted | `0` |
| Final setup violating endpoints | `0` |
| IO Port Bufs | `42` |
| First drt pass iteration count | `5` |
| Crit path arrival time | `83990 ps` |
| Crit-path max cell delay | `630 ps` |
| Actual slew at the worst max-slew pin | `993 ps` |
| Die X-Extent | `248 µm` |
| Aoi share | `0.305` |
| Unique cell types | `119` |
| CTS tree | `done` |
| Cells after DPL | `4944` |
| Drt wl/cell | `18.4 µm` |
| Cells in synth_stat.txt | `4170` |
| Die height | `248 µm` |
| Top reg by flops | `total_start_time` |
| Worst Path Max Fanout | `39` |
| Clk sinks | `61` |
| Fa+ha+maj area frac | `0.248` |
| Mapped Cells | `4170` |
| Synth-to-Final Area Change | `8.03%` |
| Max reg flops | `17` |
| Critical Path Most Common Cell | `o21a_1` |
| # DRC | `0` |
| Non-Filler Instances | `4998` |
| Clock buffer count from CTS | `9` |
| Vias in the first global route | `27.7k` |
| GR peak layer | `met2` |
| CP Capture Type | `output pin` |
| Max-slew headroom | `0.331` |
| Post-Synthesis Cell Area | `0.0303 mm²` |
| Share of cells above drive strength 1 | `0.0970` |
| Initial antenna violation count | `0` |
| Synth Area in Simple Gates | `0.236` |
| # fillers | `5733` |
| Top achievable clock speed | `9.39 MHz` |
| Max_cap viols | `0` |
| Number of vias per cell | `6.15` |
| IO Pins | `47` |
| Final hold vios | `0` |
| Mean Syn Cell Area | `7.26 µm²` |
| Biggest registers after layout | `total_start_time x17, confirm_msg_cnt x11, blink_cnt x10` |
| Comb area leader | `AND-OR/OR-AND gates` |
| First-pass GRT wire length | `147 mm` |
| Crit Path Class | `reg2out` |
| Post-DP Area | `0.0317 mm²` |
| Crit-path slowest cell | `or4b_2` |
| Worst-path clk slew | `60 ps` |
| Core Util at FP | `0.509` |
| CTS max path bufs | `2` |
| M2 GR Usage | `0.489` |
| Largest net degree at the start of global routing | `41` |
| Count of tool warnings | `73` |
| Grt total ovfl | `0` |
## cells by family after synthesis
family	after synthesis
buf+inv	309
compound gates	1346
mux	144
xor+xnor	266
flops	61
fa+ha+maj	582
simple gates	1461
other cells	1
## layer usage
layer / up-vias / routed length [µm]
met4: 0 / 1900
met1: 14024 / 44200
met2: 776 / 40800
met3: 115 / 4890
met5: - / 0
li1: 15809 / -
## cells in the mapped netlist, types with 49 or more instances
| library cell | number | area [µm²] |
|---|---|---|
| o31ai_1 | 109 | 818 |
| inv_1 | 197 | 739 |
| ha_1 | 552 | 6910 |
| nand2_1 | 362 | 1360 |
| nand3_1 | 90 | 450 |
| xnor2_1 | 186 | 1630 |
| or2_2 | 49 | 307 |
| dfxtp_1 | 61 | 1220 |
| clkbuf_1 | 70 | 263 |
| o21ai_0 | 159 | 796 |
| o211ai_1 | 50 | 375 |
| a21oi_1 | 320 | 1600 |
| xor2_1 | 80 | 701 |
| o21a_1 | 206 | 1550 |
| nor2_1 | 371 | 1390 |
| a21o_1 | 116 | 871 |
| nor3_1 | 230 | 1150 |
| mux2_2 | 110 | 1240 |
## final cells by class
type                       count  area (µm²)  share of cell area
clock inverter                 7         104             0.00317
multi-input combinational   3816       28300               0.865
sequential                    61        1220              0.0374
clock buffer                   9         225             0.00688
timing repair buffer         134        1130              0.0347
tap                          773         967              0.0296
inverter                     198         754              0.0231
## path summary, 6_finish.rpt
check | to | slack [ps]
setup reg to reg | total_start_time[14] | 106920
hold / removal | piezo_reg | 410
setup / recovery | sand_count[0] | 6170
hold reg to reg | piezo_reg | 410
## through the flow
| step | hold WS, ps | worst slack, ps | utilization | TNS [ps] |
|---|---|---|---|---|
| detailed placement | 397 | 991 | 0.533 | 0 |
| finish | 408 | 6170 | 0.550 | 0 |
| global route | 428 | -105 | 0.550 | -105 |
| floorplan | 384 | 7330 | - | 0 |
| CTS | 409 | 382 | 0.538 | 0 |
| global placement | 391 | 2280 | 0.533 | 0 |
## layout by cell type, fill, tap and decap left out, types with 30 or more instances in the layout
cell	netlist	final
a21oi_1	320	311
ha_1	552	552
inv_1	197	194
o31ai_1	109	106
dfxtp_1	61	60
nand2_1	362	357
or2_2	49	48
a211oi_1	47	41
o211ai_1	50	50
clkdlybuf4s50_1	0	42
o21ai_0	159	157
or3_1	41	41
nand4_1	40	40
nor2b_1	48	48
a31oi_1	37	35
nor2_1	371	364
nor3_1	230	228
a21o_1	116	115
buf_4	13	88
xor2_1	80	80
nand2b_1	45	45
nand3_1	90	87
mux2_2	110	110
fa_1	30	30
o21a_1	206	204
xnor2_1	186	186
## repair_timing
action / in CTS / in global routing
resized: 0 / 98
hold endpoints to repair: 0 / 0
setup endpoints to repair: 0 / 3
buffers inserted: 0 / 36
## critical path: cells and delay by family, from the launching register on
family          cells  cell delay, ps
compound gates    258           51400
simple gates       80           15440
fa+ha+maj          30            9310
buf+inv            21            3670
mux                 9            3100
flops               1             430
xor+xnor            1             160
