--- /design/flow/run.sh ---
#!/bin/bash
# OpenROAD 26Q1-2900-gdf79404cd8, Yosys 0.63+post, stock flow scripts
make -C /OpenROAD-flow-scripts/flow DESIGN_CONFIG=/design/flow/config.mk WORK_HOME=/design/flow/orfs finish
--- /design/flow/config.mk ---
export PLATFORM = sky130hd
export DESIGN_NAME = AlarmController
export DESIGN_NICKNAME = AlarmController
export VERILOG_FILES = /design/flow/design.v
export SDC_FILE = /design/flow/constraint.sdc
export NUM_CORES = 4
export LEC_CHECK = 1
export CORE_UTILIZATION = 50
--- /design/flow/constraint.sdc ---
current_design AlarmController

set clk_period 51.8
set clk_io_pct 0.2

create_clock -name clk0 -period $clk_period [get_ports {clk_1k}]

set non_clock_inputs [all_inputs -no_clocks]
set_input_delay [expr $clk_period * $clk_io_pct] -clock clk0 $non_clock_inputs
set_output_delay [expr $clk_period * $clk_io_pct] -clock clk0 [all_outputs]
--- /design/flow/design.v ---
module AlarmController(
    input wire clk_1k,
    input wire tick_1hz,
    input wire alarm_sw,
    input wire btn_confirm,
    input wire btn_cancel,
    input wire btn_stop,
    input wire [2:0] alarm_btn_t,
    input wire [5:0] local_hour_val,
    input wire [5:0] cur_min_val,
    input wire [5:0] cur_sec_val,
    output reg alarm_enabled,
    output reg alarm_ringing,
    output reg [1:0] alarm_lcd_mode,
    output reg [5:0] alarm_hour_val,
    output reg [5:0] alarm_min_val,
    output reg [5:0] alarm_sec_val,
    output reg [3:0] alarm_h_tens,
    output reg [3:0] alarm_h_ones,
    output reg [3:0] alarm_m_tens,
    output reg [3:0] alarm_m_ones,
    output reg [3:0] alarm_s_tens,
    output reg [3:0] alarm_s_ones,
    output reg [7:0] alarm_leds
);
    reg [5:0] set_hour;
    reg [5:0] set_min;
    reg [5:0] set_sec;
    reg [5:0] mem_hour [0:7];
    reg [5:0] mem_min  [0:7];
    reg [5:0] mem_sec  [0:7];
    reg [3:0] alarm_count;
    reg [2:0] trigger_idx;
    reg [10:0] msg_timer;
    integer i;
    reg [2:0] next_alarm_idx;
    reg [16:0] min_diff;
    reg [16:0] diff;
    reg [16:0] cur_time_sec;
    reg [16:0] alarm_time_sec;
    always @(*) begin
        cur_time_sec = (local_hour_val * 3600) + (cur_min_val * 60) + cur_sec_val;
        min_diff = 17'd86401;
        next_alarm_idx = 3'd0;
        for (i = 0; i < 8; i = i + 1) begin
            if (i < alarm_count) begin
                alarm_time_sec = (mem_hour[i] * 3600) + (mem_min[i] * 60) + mem_sec[i];
                if (alarm_time_sec >= cur_time_sec) begin
                    diff = alarm_time_sec - cur_time_sec;
                end else begin
                    diff = (alarm_time_sec + 17'd86400) - cur_time_sec;
                end
                if (diff < min_diff) begin
                    min_diff = diff;
                    next_alarm_idx = i[2:0];
                end
            end
        end
    end
    always @(posedge clk_1k) begin
        if (msg_timer > 0) msg_timer <= msg_timer - 1;
        if (alarm_ringing && btn_stop) begin
            alarm_ringing <= 1'b0;
            if (alarm_count > 0) begin
                if (trigger_idx != (alarm_count - 1)) begin
                    mem_hour[trigger_idx] <= mem_hour[alarm_count - 1];
                    mem_min[trigger_idx]  <= mem_min[alarm_count - 1];
                    mem_sec[trigger_idx]  <= mem_sec[alarm_count - 1];
                end
                alarm_count <= alarm_count - 1;
                if (alarm_count == 1) alarm_enabled <= 1'b0;
            end
            if (alarm_sw) alarm_lcd_mode <= 2'b01;
            else alarm_lcd_mode <= 2'b00;
            msg_timer <= 0;
        end
        else if (alarm_sw) begin
            if (alarm_btn_t[0]) begin
                if (set_hour >= 23) set_hour <= 0; else set_hour <= set_hour + 1;
            end
            if (alarm_btn_t[1]) begin
                if (set_min >= 59) set_min <= 0; else set_min <= set_min + 1;
            end
            if (alarm_btn_t[2]) begin
                if (set_sec >= 59) set_sec <= 0; else set_sec <= set_sec + 1;
            end
            if (btn_confirm) begin
                if (alarm_count < 4'd8) begin
                    mem_hour[alarm_count] <= set_hour;
                    mem_min[alarm_count]  <= set_min;
                    mem_sec[alarm_count]  <= set_sec;
                    alarm_count <= alarm_count + 1;
                    alarm_enabled <= 1'b1;
                end
                alarm_lcd_mode <= 2'b10;
                msg_timer <= 11'd2000;
            end
            else if (btn_cancel) begin
                alarm_count <= 4'd0;
                alarm_enabled <= 1'b0;
                alarm_ringing <= 1'b0;
                set_hour <= 0; set_min <= 0; set_sec <= 0;
                alarm_lcd_mode <= 2'b10;
                msg_timer <= 11'd2000;
            end
            else begin
                if (msg_timer == 0) begin
                    if (alarm_ringing) alarm_lcd_mode <= 2'b11;
                    else alarm_lcd_mode <= 2'b01;
                end
            end
        end
        else begin
            if (alarm_ringing) begin
                alarm_lcd_mode <= 2'b11;
            end
            else if (msg_timer == 0) begin
                alarm_lcd_mode <= 2'b00;
            end
        end
        if (alarm_enabled && !alarm_ringing) begin
            if (tick_1hz) begin
                for (i = 0; i < 8; i = i + 1) begin
                    if (i < alarm_count) begin
                        if ((local_hour_val == mem_hour[i]) && 
                            (cur_min_val == mem_min[i]) && 
                            (cur_sec_val == mem_sec[i])) begin
                            alarm_ringing <= 1'b1;
                            trigger_idx <= i[2:0];
                            alarm_lcd_mode <= 2'b11;
                        end
                    end
                end
            end
        end
    end
    always @(*) begin
        case (alarm_count)
            4'd0: alarm_leds = 8'b0000_0000;
            4'd1: alarm_leds = 8'b0000_0001;
            4'd2: alarm_leds = 8'b0000_0011;
            4'd3: alarm_leds = 8'b0000_0111;
            4'd4: alarm_leds = 8'b0000_1111;
            4'd5: alarm_leds = 8'b0001_1111;
            4'd6: alarm_leds = 8'b0011_1111;
            4'd7: alarm_leds = 8'b0111_1111;
            4'd8: alarm_leds = 8'b1111_1111;
            default: alarm_leds = 8'b0000_0000;
        endcase
    end
    always @(*) begin
        if (alarm_sw) begin
            alarm_hour_val = set_hour;
            alarm_min_val  = set_min;
            alarm_sec_val  = set_sec;
        end 
        else if (alarm_count > 0) begin
            alarm_hour_val = mem_hour[next_alarm_idx];
            alarm_min_val  = mem_min[next_alarm_idx];
            alarm_sec_val  = mem_sec[next_alarm_idx];
        end 
        else begin
            alarm_hour_val = 6'd0;
            alarm_min_val  = 6'd0;
            alarm_sec_val  = 6'd0;
        end
        alarm_h_tens = alarm_hour_val / 10;
        alarm_h_ones = alarm_hour_val % 10;
        alarm_m_tens = alarm_min_val / 10;
        alarm_m_ones = alarm_min_val % 10;
        alarm_s_tens = alarm_sec_val / 10;
        alarm_s_ones = alarm_sec_val % 10;
    end
endmodule
==> results.cfg <==
; yosys + openroad results
[status]
outcome = completed

[synthesis]
ys_cells = 5198
seq_area_frac_synth_pct = 12.4
async_reset_ff_share_pct = 0
synth_top_area_share_pct = 24.2
edf_count = 170
ys_ff = 192
ys_warn_count = 1
synth_area_per_cell_um2 = 8.58
yosysUniqueCellTypes = 110
synth.largest_area_cell = ha_1
ys_dominant_reg_cell = edfxtp_1
yosys-stat-area_mm2 = 0.0446
topCellsByArea = ha_1 (24%), fa_1 (12%), edfxtp_1 (11%)
synth_cells = 5198
syn_area_mm2 = 0.0446

[worst_hold_path]
hold_class = reg2reg
min-delay-start = msg_timer[10]$_SDFF_PP0_
hold_path_depth = 2

[setup_path]
r2r.worst_path.cells = 11
critPathMostFrequentCell = a21o_1
cp.arrival_ps = 39290
startpoint = cur_min_val[2]
worstPathBufferInverterCount = 19
required_ps = 41440
cp-start-kind = input port
crit_family = AND-OR/OR-AND gates
cp_slowest_stage_delay_ps = 590
path_class = in2out
crit_slowest_cell = nor4_1
end_kind = output pin
r2r_start = alarm_count[0]$_DFFE_PP_
crit_fanout = 28
critical_path_depth = 125

[floorplanning]
fp_util_pct = 50.5
io_pins = 81
dieArea_mm2 = 0.0904
rows = 109
die_width_um = 301
die_h_um = 301
core_mm2 = 0.0884

[routing]
routed_via_density = 5.71
ant_nets = 0
avgRoutedWirePerCell_um = 23.3
vias = 37000
dr.pass1.iters = 6
drc = 0
wl_um = 151000
drtIter0Drc = 2699

[clocking]
cts_sinks = 192
cts_buffer_depth = 2
clk_latency_ps = 460
clock-root-buffer = clkbuf_16
cts_inserted_buffers = 17
cts_hold_buf = 0
clk_pin_slew_ps = 80
htreeDepth = 4
cts_tree = yes

[sta]
drv_slew = 0
relSlewSlack_pct = 25.9
setup_violations = 0
fin_skew_ps = 14.8
hold_viol = 0
worstMarginPinSlew_ps = 1110
fin_setup_tns_ps = 0
max_freq_ghz = 0.0201
rsz0062_at_grt = false
finalCritPeriodShare_pct = 95.8
post-route-min-period_ps = 49650

[global_route]
grtUsageMet3_pct = 13.8
use_met2_pct = 49.8
grt_pass1_vias = 35100
grt_overflow_total = 0
grt_busiest_layer = met1
antenna_found_initial = 2
grt_pass1_wl_um = 224000
grt_max_degree = 48
use_met1_pct = 50.7
gr-usage-all-layers_pct = 35.2

[cells_and_area]
mi_logic_area_mm2 = 0.0356
areaGrowthSynthToFinish_pct = 7.47
instances_no_fill = 6482
fill_cells = 8278
drive_gt1_share_pct = 5.87
seq_area_mm2 = 0.00555
fin_util_pct = 54.2
lay_top_cells = ha_1 (860), inv_1 (827), a21oi_1 (395)
layout_top_cell = ha_1

[placement]
dp.cells = 6445
place_hpwl_um = 127000
portBuffers = 77
place.gp.congestion = 1.07

[run]
max-cap-violations = 0
warnings = 211
cells by family (layout without fill, tap and decap cells):
| logic type | after synthesis | after routing | synth area share (%) |
|---|---|---|---|
| buffers and inverters | 945 | 1061 | 8.16 |
| DFF | 192 | 192 | 12.4 |
| xor gates and xnor gates | 576 | 576 | 11.4 |
| AOI/OAI and AO/OA | 1202 | 1202 | 17.7 |
| adders and majority gates | 1120 | 1120 | 35.7 |
| and+or+nand+nor | 1061 | 1061 | 11.3 |
| muxes | 101 | 101 | 3.32 |
| other | 1 | 4 | 0.00841 |
tightest hold or removal path, delay by kind of cell (launching register included):
kind	cells	cell delay, ps
flops	1	330
simple gates	1	50
compound gates	1	50
state kept, by name (all words and copies together) (netlist names):
register	count
mem_hour	48
mem_min	48
mem_sec	48
msg_timer	11
alarm_leds	8
set_hour	6
set_min	6
set_sec	6
alarm_count	4
trigger_idx	3
alarm_lcd_mode	2
alarm_enabled	1
alarm_ringing	1
layer usage:
layer	vias up	share of wire, %
met5	-	0.074
met4	6	4.2
met3	260	12
met2	1448	41
met1	17200	43
li1	18100	-
through the flow:
stage	setup WS, ps	hold WS (ps)	instance area [um2]
2_1_floorplan	4000	445	44600
3_3_place_gp	2020	452	47300
3_5_place_dp	1520	462	47300
4_1_cts	1410	474	47900
5_1_grt	119	514	47900
6_report	2150	474	47900
worst paths after layout:
| path | slack, ps | to |
|---|---|---|
| worst min-delay path | 470 | msg_timer[10]$_SDFF_PP0_ |
| worst min register to register | 470 | msg_timer[10]$_SDFF_PP0_ |
| worst max register to register | 48180 | mem_hour[1][4]$_DFFE_PP_ |
| worst max-delay path | 2150 | alarm_m_ones[3] |
area by class of cell:
class | instances | area share, %
clock buffer | 17 | 0.887
sequential | 192 | 11.6
inverter | 834 | 6.53
antenna | 1 | 0.00522
multi-input combinational | 4063 | 74.2
clock inverter | 15 | 0.331
tap | 1165 | 3.04
timing repair buffer | 195 | 3.46
synth_stat cells, drive strengths merged (32+ instances only):
cell,count
nand4,81
clkbuf,79
o21ai,211
o21a,45
nand3,63
edfxtp,170
ha,861
mux2i,50
xor2,181
xnor2,395
nand2b,37
a31oi,44
mux4,36
fa,257
nor2,375
nor3,56
inv,832
buf,32
nand2,258
a21o,155
nor2b,36
o21bai,118
a21oi,399
what timing repair did:
| action | CTS | global route |
|---|---|---|
| setup endpoints to repair | 0 | 9 |
| resized | 0 | 5 |
| buffers inserted | 0 | 4 |
